==> design.v <==
module hexdec(input [3:0] swt, output reg[6:0] hex_out);
	localparam HEX_0 = 7'b1000000;		 
	localparam HEX_1 = 7'b1111001;		 
	localparam HEX_2 = 7'b0100100;		 
	localparam HEX_3 = 7'b0110000;		 
	localparam HEX_4 = 7'b0011001;		 
	localparam HEX_5 = 7'b0010010;		 
	localparam HEX_6 = 7'b0000010;		 
	localparam HEX_7 = 7'b1111000;		 
	localparam HEX_8 = 7'b0000000;		 
	localparam HEX_9 = 7'b0011000;		 
	localparam HEX_10 = 7'b0001000;		 
	localparam HEX_11 = 7'b0000011;		 
	localparam HEX_12 = 7'b1000110;		 
	localparam HEX_13 = 7'b0100001;		 
	localparam HEX_14 = 7'b0000110;		 
	localparam HEX_15 = 7'b0001110;		 
	localparam zero   = 7'b1111111;		 
	always@*
	begin
		hex_out = zero;
		case (swt[3:0])
			4'b0000: hex_out = HEX_0;
			4'b0001: hex_out = HEX_1;
			4'b0010: hex_out = HEX_2;
			4'b0011: hex_out = HEX_3; 
			4'b0100: hex_out = HEX_4;
			4'b0101: hex_out = HEX_5;
			4'b0110: hex_out = HEX_6;
			4'b0111: hex_out = HEX_7;
			4'b1000: hex_out = HEX_8;
			4'b1001: hex_out = HEX_9;
			4'b1010: hex_out = HEX_10;
			4'b1011: hex_out = HEX_11;
			4'b1100: hex_out = HEX_12;
			4'b1101: hex_out = HEX_13;
			4'b1110: hex_out = HEX_14;
			4'b1111: hex_out = HEX_15;
		endcase
	end
endmodule
==> run.sh <==
#!/bin/bash
# OpenROAD 26Q1-2900-gdf79404cd8, Yosys 0.63+post, stock flow scripts
make -C /OpenROAD-flow-scripts/flow DESIGN_CONFIG=/design/flow/config.mk WORK_HOME=/design/flow/orfs finish
==> config.mk <==
export PLATFORM = sky130hd
export DESIGN_NAME = hexdec
export DESIGN_NICKNAME = hexdec
export VERILOG_FILES = /design/flow/design.v
export SDC_FILE = /design/flow/constraint.sdc
export NUM_CORES = 4
export LEC_CHECK = 1
export CORE_AREA = 10 10 70 70
export DIE_AREA = 0 0 80 80
==> constraint.sdc <==
current_design hexdec

set clk_period 1.1
set clk_io_pct 0.2

create_clock -name clk0 -period $clk_period

set non_clock_inputs [all_inputs -no_clocks]
set_input_delay [expr $clk_period * $clk_io_pct] -clock clk0 $non_clock_inputs
set_output_delay [expr $clk_period * $clk_io_pct] -clock clk0 [all_outputs]
==> flow_summary.toml <==
# yosys + openroad results
[floorplan]
fp_util = 0.0747
core_um2 = 3420
core.rowCount = 21
io_pins = 11
die_area_um2 = 6400
die_w_um = 80
die_h_um = 80

[pwr]
p_int_uw = 134
switchingPower_uw = 104
power_uw = 238
pwr-share-clk = 0
pwr-share-comb = 1.000
switching_share = 0.437
leakagePower_uw = 0.000276
peakVddDrop_v = 0.000158
powerDensity_nw_per_um2 = 365
p_seq_frac = 0

[synthesis]
syn_area_um2 = 255
synthMuxAreaShare = 0.162
yosys_area_um2 = 255
synth.top_cell.area_share = 0.294
synthAdderAreaFrac = 0.294
top_area_cell = "ha_1"
syn_inst = 34
synth_area_per_cell_um2 = 7.51
topCombFamilyByArea = "adder cells"
area_leaders = "ha_1 29%, mux2i_1 12%, a22o_1 6.9%, o21ai_0 5.9%, nand2b_1 4.9%"
yosys_cells = 34
ys_sh_xor = 0
aoi_share = 0.230
post_synth_num_cell_types = 19
simple_gate_area_frac = 0.211
ys_warn_count = 1
synth_seq_share = 0

[timing]
finalClockPeriodUsage = 1.29
min_period_ns = 1.42
fmax_ghz = 0.702
finalHoldViolations = 0
fin_tns_setup_ns = -1.59
worst_slack_ns = -0.324
worst_pin_slew_ns = 0.189
report.final.slew_viol_count = 0
slew_headroom = 0.872
rsz0062_at_grt = "true"
setup_violations = 7

[global_routing]
track_usage = 0.0332
grt_pass1_vias = 366
grt_overflow = 0
grtUsageMet1 = 0.0534
grt_pass1_wl_um = 1780
grtUsageMet3 = 0.00455
gr-usage-met2 = 0.0474
antenna_found_initial = 0
grt_max_degree = 10
grt-busiest-layer = "met1"

[setup_path]
crit_arrival_ns = 1.20
path_max_fanout = 4
path_class = "input port to output port"
crit_path_end_kind = "output port"
cp-start-kind = "input port"
cp.required_ns = 0.88

[finish]
seq_area_um2 = 0
area_growth_pct = 155
nClkBuffers = 0
drive_gt1_frac = 0.772
flop-count = 0

[run]
warnings = 40
drv_cap = 0

[drt]
drt.antenna.violating_nets = 0
drt_iter0_markers = 16
first_pass_iters = 3
drt-total-wl_um = 1110
via_per_inst = 3.30
wl_per_cell_um = 10.8
vias = 340
antenna_cells = 0
drc = 0

[placed_design]
numPortBuffers = 11
place.gp.congestion = 0.748
dp_hpwl_um = 700

[min_path]
hp-class = "input port to output port"

[status]
failed_checks = "setup timing"
status = "complete, but fails checks"

[clocking]
postCtsHoldBufs = 0
==> per-layer routing <==
metal,part of all wire,up-vias
met5,0,-
met2,0.38,11
met1,0.57,160
li1,-,169
met4,0,0
met3,0.046,0
==> timing repair <==
action                     4_1_cts  5_1_grt
resized                         79        3
setup buffers                    7        3
pin swaps                        8        7
cloned                           1        0
setup endpoints to repair        7        7
==> critical path: stages <==
cell and delay [ns]:
buf_8 0.11, inv_8 0.06, buf_6 0.09, ha_4 0.12, nor2_2 0.03, or3b_1 0.36
o21ai_1 0.10, buf_2 0.12
==> cells in the final DEF (no fill, tap or decap), types with 2 or more instances in the layout <==
master / n
buf_4: 7
buf_2: 9
nand2b_4: 2
mux2i_1: 2
ha_4: 6
buf_6: 7
a22o_1: 2
nor2_1: 2
o21ai_2: 2
==> layout make-up <==
cell class,count,area [µm²]
fill,376,2760
multi-input combinational,29,352
timing repair buffer,25,211
tap,46,57.6
inverter,3,31.3
==> stage by stage <==
stage | utilization | instances | hold WS (ns) | setup WS [ns] | area (µm²)
6_report | 0.191 | 103 | 0.794 | -0.324 | 652
4_1_cts | 0.186 | 102 | 0.795 | -0.303 | 636
3_5_place_dp | 0.134 | 94 | 1.53 | -1.17 | 458
3_3_place_gp | 0.134 | 94 | 1.50 | -1.13 | 458
5_1_grt | 0.191 | 103 | 0.829 | -0.364 | 652
2_1_floorplan | - | 34 | 0.540 | -0.00318 | 268
==> power by group through the flow <==
| stage | registers, µW | clock network, µW | logic, µW |
|---|---|---|---|
| 5_1_grt | 0 | 0 | 258 |
| 6_report | 0 | 0 | 238 |
| 4_1_cts | 0 | 0 | 224 |
==> final timing paths <==
kind	from	endpoint	slack (ns)	cells past startpoint
min	swt[0]	hex_out[1]	0.79	3
max	swt[1]	hex_out[0]	-0.32	8
==> cell usage after synthesis (all sizes together) <==
library cell,n
a21oi,1
a22o,2
a32o,1
buf,1
clkbuf,1
ha,6
inv,3
mux2,1
mux2i,3
nand2,1
nand2b,2
nand3,1
nor2,4
nor2b,1
o21ai,4
o22ai,1
or3b,1
==> cells by family (layout without fill, tap and decap cells) <==
| kind of cell | count (synthesis) | count (layout) |
|---|---|---|
| AND/OR/NAND/NOR | 10 | 10 |
| AND-OR/OR-AND | 9 | 9 |
| adder cells (fa/ha/maj) | 6 | 6 |
| buffers and inverters | 5 | 28 |
| multiplexers | 4 | 4 |
Power figures rest on the tool's default switching activity, not on a simulated workload.
