File: design.v
module debounce
	#(parameter
        N=20		 
	)
   (
    input wire clk, reset,
    input wire sw,
    output reg db_level, db_tick
   );
   localparam  [1:0]
               zero  = 2'b00,
               wait0 = 2'b01,
               one   = 2'b10,
               wait1 = 2'b11;
   reg [N-1:0] q_reg, q_next;
   reg [1:0] state_reg, state_next;
    always @(posedge clk)  
       if (reset)
          begin
             state_reg <= zero;
             q_reg <= 0;
          end
       else
          begin
             state_reg <= state_next;
             q_reg <= q_next;
          end
   always @*
   begin
      state_next = state_reg;    
      q_next = q_reg;            
      db_tick = 1'b0;            
      case (state_reg)
         zero:
            begin
               db_level = 1'b0;
               if (sw)
                  begin
                     state_next = wait1;
                     q_next = {N{1'b1}};  
                  end
            end
         wait1:
            begin
               db_level = 1'b0;
               if (sw)
                  begin
                     q_next = q_reg - 1;
                     if (q_next==0)
                        begin
                           state_next = one;
                           db_tick = 1'b1;
                        end
                  end
               else  
                  state_next = zero;
            end
         one:
            begin
               db_level = 1'b1;
               if (~sw)
                  begin
                     state_next = wait0;
                     q_next = {N{1'b1}};  
                  end
            end
         wait0:
            begin
               db_level = 1'b1;
               if (~sw)
                  begin
                     q_next = q_reg - 1;
                     if (q_next==0)
                        state_next = zero;
                  end
               else  
                  state_next = one;
            end
         default: state_next = zero;
      endcase
   end
endmodule
File: run.sh
#!/bin/bash
# OpenROAD 26Q1-2900-gdf79404cd8, Yosys 0.63+post, stock flow scripts
make -C /OpenROAD-flow-scripts/flow DESIGN_CONFIG=/design/flow/config.mk WORK_HOME=/design/flow/orfs finish
File: config.mk
export PLATFORM = sky130hd
export DESIGN_NAME = debounce
export DESIGN_NICKNAME = debounce
export VERILOG_FILES = /design/flow/design.v
export SDC_FILE = /design/flow/constraint.sdc
export NUM_CORES = 4
export LEC_CHECK = 1
export CORE_UTILIZATION = 30
File: constraint.sdc
current_design debounce

set clk_period 6.9
set clk_io_pct 0.2

create_clock -name clk0 -period $clk_period [get_ports {clk}]

set non_clock_inputs [all_inputs -no_clocks]
set_input_delay [expr $clk_period * $clk_io_pct] -clock clk0 $non_clock_inputs
set_output_delay [expr $clk_period * $clk_io_pct] -clock clk0 [all_outputs]
==> commit_impl_results.txt <==
Record implementation results from latest flow run

* Status: complete, no violations
- MI comb area: 975 um2
* Initial antenna violation count: 0
* Synthesized area: 0.00154 mm2
- Endpoint required time on the critical path: 5520 ps
- In the final report, the number of endpoints failing setup comes to 0.
* Area fraction in xor and xnor cells: 3.40%
* Clock tree from TritonCTS: done
* Clock network latency to the later pin of the worst-skew pair: 270 ps
* Pwr dens: 206 mW/mm2
* Remaining antenna violation count: 0
* Peak clock frequency supported by timing: 221 MHz
- Summed over all cells, the static leakage comes to 0.000559 uW.
* Placed instance count: 249
* Critical Path Start Type: flip-flop
- Setup repair after global routing left no endpoint under its margin.
- Crit share post-route: 65.4%
- Clock transition at path regs: 90 ps
* Total track usage: 13.9%
* Count of buffers inserted at the top-level ports: 4
- Die X: 73.7 um
* Headroom to the max-slew limit: 64.8%
- Post-synth tally of flip-flops with integrated enable: 0
- Final routed wirelength across all metal layers: 3.48 mm
- Final hold vios: 0
- Of the total synthesized cell area, the portion taken by AND, OR, NAND and NOR gates is 31.9%.
- IR analysis of the VDD net gives a maximum drop of 0.117 mV.
- Vias per cell: 5.51
* Number of cells in Yosys stat: 186
* Post-CTS Hold Buffers: 0
- Wirelength per Cell: 13.8 um
- The main area contributors are dfxtp_1 (31%), nor2_1 (5.8%), a21oi_1 (4.5%).
* Layout Cells excl Fill: 253
- The register with the most flip-flops in the layout has 20 of them.
- According to the I/O placement log, the pin count is 5.
- Top cell types by occurrence after synthesis: dfxtp_1 (24), nor2_1 (24), a21oi_1 (14), o21ai_0 (13), nor3_1 (8)
- Dominant cell area share: 31.1%
- Type of the worst min-delay path: reg2reg
* Via count: 1394
* Mux frac, synth: 0%
- Per Yosys stat, the portion of area used by sequential elements is 31.1%.
* Yosys warnings: 1
- Yosys reports a chip area of 0.00154 mm2.
- Area of the core: 0.00485 mm2
- Tally of filler cells in the layout: 516
* Final Util: 34.7%
* H-tree depth: 1
- The floorplan has 25 rows.
- Clk buf depth: 2
* DRC violation count after routing: 0
* Routability congestion estimate from global placement: 0.845
- Tool warning count: 26
- TritonCTS buffer count: 3
- Post-Synth Adder-Cell Area: 1.62%
- Placement-stage worst setup slack: 2660 ps
- Area fraction in compound gates: 26.2%
- Total count of max-transition violations in the final report: 0
- Count of max-cap constraint violations: 0
- Overall overflow remaining after global route: 0
* Number of resized instances in the post-cts repair step: 0
* Critical path class: reg2out
- Setup Fix Bufs, Post-CTS: 0
* Highest routing layer actually used: met4
- Entering global routing, the biggest net connects 25 pins.
* FF/Latch Area: 480 um2
* Met1 wire length: 1.87 mm
* Average cell area after synthesis: 8.30 um2
- Final critical-path setup slack: 2380 ps
- Number of detailed-route iterations in the first pass: 4
* Crit-path max FO: 9
- The die covers 0.00544 mm2.
- Critical path capture point type: output pin
* Pin slew with the least headroom to its limit: 515 ps
- Summed over all failing endpoints, the final setup total negative slack is 0 ps.
- Yosys reported a register bit count of 24.
- Met3 layer wire length in the routed design: 85 um
- Antenna repair during routing inserted a diode count of 0.
* FP Util: 31.8%
* Via count of the first global-routing pass: 1220
* Synthesized netlist cell count: 186
- Dominant comb cell: simple AND/OR/NAND/NOR gates
* Ys flop type: dfxtp_1
- Cell accounting for the most synthesized area: dfxtp_1
- Die y size: 73.7 um
- Detailed placement HPWL: 2.39 mm
- The synthesis report gives the async set-or-reset register share as 0%.
* First-pass GRT wire length: 5.89 mm
- Clock skew after layout: 4.29 ps
* Layout overhead on the synthesized area: 8.99%
- Share of cells above drive strength 1: 11.3%
- Min Clock Period, post-route: 4520 ps
- Summed over all nets, wire length on met2 after detailed routing comes to 1.51 mm.
* Arrival time worst endpoint: 3140 ps
- The detailed router finished its first iteration with 83 violations.
- Looking at the clock tree report, the root buffer type is clkbuf_8.
- The clock net in this run drives a total of 24 sinks.
- Synth unique cells: 49
-- cell usage in the layout, fill, tap and decap left out, types with 5 or more instances in the layout --
cell type  Yosys  routed
nand4_1        6       6
o21ai_0       13      13
dfxtp_1       24      24
nor3_1         8       8
nand2_1        5       5
a311oi_1       7       7
nor2_1        24      24
a21oi_1       14      14
inv_1          5       5
a211oi_1       6       6
-- area by class of cell --
class	instances	area share, %
multi-input cells	145	57.9
flip-flops and latches	24	28.6
well taps	67	4.98
repair buffers	8	4.16
clock buffers	4	3.27
inverters	5	1.12
-- metrics by stage --
step	hold WS (ps)	total power, uW	area [um2]
after CTS	473	351	1680
final	466	347	1680
after detailed placement	458	252	1630
after floorplan	430	237	1540
after global placement	463	252	1630
after global routing	495	366	1680
-- path summary, 6_finish.rpt --
| kind | to | start | cells past startpoint | slack (ps) |
|---|---|---|---|---|
| min reg2reg | state_reg[2] | state_reg[1] | 2 | 470 |
| min | state_reg[2] | state_reg[1] | 2 | 470 |
| max | db_tick | q_reg[0] | 8 | 2380 |
| max reg2reg | state_reg[1] | q_reg[0] | 8 | 4400 |
-- logic make-up (layout without fill, tap and decap cells) --
logic type / after synthesis / after routing
buffers and inverters: 17 / 17
flip-flops: 24 / 24
XOR/XNOR: 6 / 6
AND-OR/OR-AND: 59 / 59
AND/OR/NAND/NOR: 78 / 78
adder cells (fa/ha/maj): 2 / 2
-- critical path, cell delays in order (launching register included) --
cell             delay (ps)
dfxtp_1                 360
inv_1                    70
ha_1                    320
nor4b_2                 360
nand4_1                 210
or3b_1                  410
a311oi_2                350
nor4b_2                 280
clkdlybuf4s50_1         500
-- layer usage --
| metal | up-vias | GRT usage, % |
|---|---|---|
| li1 | 715 | - |
| met4 | 0 | 1.28 |
| met1 | 660 | 21.1 |
| met5 | - | 0 |
| met2 | 17 | 21.6 |
| met3 | 2 | 2.36 |
-- power by group --
part | internal (uW) | switching (uW)
sequential | 151 | 22.4
clock | 51.0 | 46.3
combinational | 34.9 | 41.4
Power is estimated from default activity; no workload was simulated.
